==> flow/design.v <==
module display
(
    input   [1:0]   i_Select,
    input   [3:0]   i_Enable_Digits,
    input           i_Enable_Dot,
    input   [3:0]   i_Data_Dig1,
    input   [3:0]   i_Data_Dig2,
    input   [3:0]   i_Data_Dig3,
    input   [3:0]   i_Data_Dig4,
    output  [7:0]   o_Segments,
    output  [3:0]   o_Digits
);
    reg     [3:0]   r_Data_Mux;
    reg     [6:0]   r_Segments;
    reg     [3:0]   r_Digits;
    wire    [3:0]   w_Enable_Digits;
    always @(*) begin
        case(i_Select)
            2'b00:  r_Data_Mux = i_Data_Dig1;  
            2'b01:  r_Data_Mux = i_Data_Dig2;  
            2'b10:  r_Data_Mux = i_Data_Dig3;  
            2'b11:  r_Data_Mux = i_Data_Dig4;  
        endcase
    end
    always @(*) begin
        case(r_Data_Mux)
            4'b0000: r_Segments = 7'b011_1111;  
            4'b0001: r_Segments = 7'b000_0110;  
            4'b0010: r_Segments = 7'b101_1011;  
            4'b0011: r_Segments = 7'b100_1111;  
            4'b0100: r_Segments = 7'b110_0110;  
            4'b0101: r_Segments = 7'b110_1101;  
            4'b0110: r_Segments = 7'b111_1101;  
            4'b0111: r_Segments = 7'b000_0111;  
            4'b1000: r_Segments = 7'b111_1111;  
            4'b1001: r_Segments = 7'b110_1111;  
            default: r_Segments = 7'b000_0000;  
        endcase
    end
    assign o_Segments[7]    = i_Enable_Dot & i_Select[0] & ~i_Select[1];
    assign o_Segments[6:0]  = (|i_Enable_Digits) ? r_Segments[6:0] : 7'b0000000;
    always @(*) begin
        case(i_Select)
            2'b00:      r_Digits = 4'b0001;  
            2'b01:      r_Digits = 4'b0010;  
            2'b10:      r_Digits = 4'b0100;  
            2'b11:      r_Digits = 4'b1000;  
            default:    r_Digits = 4'b0000;  
        endcase
    end
    assign w_Enable_Digits[0] = i_Enable_Digits[3] & r_Digits[0];  
    assign w_Enable_Digits[1] = i_Enable_Digits[2] & r_Digits[1];  
    assign w_Enable_Digits[2] = i_Enable_Digits[1] & r_Digits[2];  
    assign w_Enable_Digits[3] = i_Enable_Digits[0] & r_Digits[3];  
    assign o_Digits[3:0]    = w_Enable_Digits[3:0];
endmodule
==> flow/run.sh <==
#!/bin/bash
# OpenROAD 26Q1-2900-gdf79404cd8, Yosys 0.63+post, stock flow scripts
make -C /OpenROAD-flow-scripts/flow DESIGN_CONFIG=/design/flow/config.mk WORK_HOME=/design/flow/orfs finish
==> flow/config.mk <==
export PLATFORM = sky130hd
export DESIGN_NAME = display
export DESIGN_NICKNAME = display
export VERILOG_FILES = /design/flow/design.v
export SDC_FILE = /design/flow/constraint.sdc
export NUM_CORES = 4
export LEC_CHECK = 1
export CORE_AREA = 10 10 70 70
export DIE_AREA = 0 0 80 80
==> flow/constraint.sdc <==
current_design display

set clk_period 2.3
set clk_io_pct 0.2

create_clock -name clk0 -period $clk_period

set non_clock_inputs [all_inputs -no_clocks]
set_input_delay [expr $clk_period * $clk_io_pct] -clock clk0 $non_clock_inputs
set_output_delay [expr $clk_period * $clk_io_pct] -clock clk0 [all_outputs]
==> impl_metrics.toml <==
# generated from flow reports
[cells_and_area]
lay_top_cells = "buf_2 (14), clkdlybuf4s50_1 (10), buf_4 (10)"
fill_cells = 377
lay_top_count = "buf_2"
post-route-util = 0.271
nClkBuffers = 0
seqCellArea_um2 = 0
area_delta_synth_final_pct = 140
ff_count = 0
drive_gt1_frac = 0.587
fin_cells = 138

[floorplanning]
die_y_um = 80
dieArea_um2 = 6400
core_um2 = 3420
die_w_um = 80
initial_utilization = 0.113
pin_count = 35
rows = 21

[grt]
grt_pass1_vias = 592
grt_max_degree = 8
grt_overflow = 0
antenna_found_initial = 0
grt_pass1_wl_um = 2790
grt_use_total = 0.0522

[place]
dp_hpwl_um = 1350
place_inst = 134
gp_congestion = 0.794
portBuffers = 35

[run]
warning_count = 38
cap_violations = 0

[logic_synthesis]
syn_area_um2 = 385
ys_seq_share = 0
synth_cell_types = 19
synth.avg_cell_area_um2 = 8.76
yosysCellCount = 44
synthCells = 44
ys_warn_count = 1
yosys_area_um2 = 385

[detailed_routing]
drt_wl_total_um = 1700
wl_per_cell_um = 12.3
viasPerCell = 3.85
ant_nets = 0
drc = 0
drt-pass1-iter-count = 2
vias = 531
n_antenna_cell = 0
drt_iter0_drc = 9

[setup_path]
startpoint = "i_Select[1]"
crit_arrival_ns = 1.93
path_max_fanout = 3
start_kind = "primary input"
critPathKind = "in -> out"
required_ns = 1.84
worstSetupEndpointType = "output port"
cp-endpoint = "o_Segments[4]"

[sta]
holdWs_ns = 1.59
final_hold_viol_count = 0
min_period_ns = 2.39
rsz0062_at_grt = "true"
relSlewSlack = 0.744
period_used_share = 1.04
tightest_slew_ns = 0.381
drv_slew = 0
finalSetupViolCount = 4
fmax_mhz = 418
setup_slack_ns = -0.0926

[min_path]
hold_path.class = "in -> out"
min_path_cells = 4

[run_status]
violations = "setup timing"
outcome = "finished, violations left"

[clock_tree]
cts_hold_buffers = 0

[power]
powerDensity_nw_per_um2 = 238
p_leak_nw = 0.434
peakVddDrop_v = 0.0000811
[what timing repair did]
item / 4_1_cts / 5_1_grt
cloned: 0 / 0
setup endpoints to repair: 9 / 7
endpoints found under the hold margin: 0 / 0
resized: 78 / 14
buffers inserted: 3 / 1
pin swaps: 9 / 6
[worst min-delay path by stage]
stage | endpoint | slack [ns] | from
after CTS | o_Digits[0] | 1.60 | i_Select[0]
after global routing | o_Digits[0] | 1.63 | i_Select[0]
final | o_Digits[0] | 1.59 | i_Select[0]
[synth_stat cells]
master | n | area share
a21oi_1 | 3 | 0.039
and3_1 | 1 | 0.016
and3b_1 | 3 | 0.068
buf_6 | 2 | 0.058
ha_1 | 5 | 0.16
inv_1 | 5 | 0.049
mux2_4 | 1 | 0.039
mux4_1 | 3 | 0.20
mux4_2 | 1 | 0.058
nand2_1 | 1 | 0.0097
nand2b_1 | 2 | 0.032
nor2_1 | 5 | 0.049
nor2b_1 | 1 | 0.016
nor3b_1 | 1 | 0.019
nor4_1 | 1 | 0.016
o21ai_0 | 3 | 0.039
o22a_1 | 1 | 0.023
o31ai_1 | 4 | 0.078
xor2_1 | 1 | 0.023
[cell type report]
class | instances | area (µm²) | share of cell area
Multi-Input combinational cell | 37 | 432 | 0.467
Tap cell | 46 | 57.6 | 0.0622
Inverter | 5 | 18.8 | 0.0203
Timing Repair Buffer | 50 | 417 | 0.451
[report_power, final]
part	leakage (nW)	internal (mW)	switching (mW)
logic	0.434	0.132	0.0882
registers	0	0	0
clock network	0	0	0
total	0.434	0.132	0.0882
[routing by layer]
metal / GRT usage / share of wire
met1: 0.0784 / 0.51
met5: 0 / 0
met2: 0.0626 / 0.33
met4: 0.00352 / 0
met3: 0.0318 / 0.16
[critical path, stage by stage]
cell and delay, ns:
buf_8 0.08, mux4_2 0.53, inv_2 0.11, ha_4 0.13
inv_2 0.03, mux2_4 0.24, o22a_1 0.16, nor2_1 0.09
buf_2 0.10
[through the flow]
| step | setup WS (ns) | instance area (µm²) | TNS (ns) | total power, mW |
|---|---|---|---|---|
| 2_1_floorplan | 0.00847 | 382 | 0 | 0.0743 |
| 3_3_place_gp | -0.958 | 846 | -6.17 | 0.195 |
| 3_5_place_dp | -0.985 | 846 | -6.33 | 0.196 |
| 4_1_cts | -0.0984 | 876 | -0.421 | 0.202 |
| 5_1_grt | -0.188 | 925 | -0.719 | 0.243 |
| 6_report | -0.0926 | 925 | -0.303 | 0.221 |
[cell families (layout without fill, tap and decap cells)]
logic type | Yosys count | count (layout) | synth area share
and+or+nand+nor | 15 | 15 | 0.227
AOI/OAI and AO/OA | 11 | 11 | 0.179
buffers and inverters | 7 | 55 | 0.107
adders and majority gates | 5 | 5 | 0.162
muxes | 5 | 5 | 0.302
xor gates and xnor gates | 1 | 1 | 0.0227
Power figures rest on the tool's default switching activity, not on a simulated workload.
