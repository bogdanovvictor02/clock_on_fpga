### ./design.v
module clock_counters
(
    input           i_Clock,
    input           i_Reset_Sec,
    input           i_Enable_Increment,
    input           i_Enable_Count_Sec,
    input           i_Enable_Count_Min,
    input           i_Enable_Count_Hour,
    output  [3:0]   o_Units_Sec,
    output  [2:0]   o_Tens_Sec,
    output  [3:0]   o_Units_Min,
    output  [2:0]   o_Tens_Min,
    output  [3:0]   o_Units_Hour,
    output  [1:0]   o_Tens_Hour
);
    localparam c_WIDTH_COUNTER_MOD9 = 4;
    localparam c_WIDTH_COUNTER_MOD5 = 3;
    localparam c_WIDTH_COUNTER_MOD3 = 2;
    localparam c_RESET_UNITS_SEC = 4'd9;
    localparam c_RESET_TENS_SEC  = 3'd5;
    wire w_Carry_Units_Sec;
    wire w_Carry_Tens_Sec;
    counter
    #(
        .c_WIDTH            (c_WIDTH_COUNTER_MOD9),
        .c_RESET_VALUE      (c_RESET_UNITS_SEC)
    ) UNITS_SEC (
        .i_Clock            (i_Clock),
        .i_Reset            (i_Reset_Sec),
        .i_Enable_Count     (i_Enable_Count_Sec),
        .o_Data             (o_Units_Sec),
        .o_Carry            (w_Carry_Units_Sec)
    );
    counter
    #(
        .c_WIDTH            (c_WIDTH_COUNTER_MOD5),
        .c_RESET_VALUE      (c_RESET_TENS_SEC)
    ) TENS_SEC (
        .i_Clock            (i_Clock),
        .i_Reset            (i_Reset_Sec),
        .i_Enable_Count     (w_Carry_Units_Sec),
        .o_Data             (o_Tens_Sec),
        .o_Carry            (w_Carry_Tens_Sec)
    );
    localparam c_RESET_UNITS_MIN = 4'd9;
    localparam c_RESET_TENS_MIN  = 3'd5;
    wire w_Carry_Units_Min;
    wire w_Carry_Tens_Min;
    wire w_Enable_Count_Units_Min;
	assign w_Enable_Count_Units_Min = i_Enable_Count_Min & (w_Carry_Tens_Sec | i_Enable_Increment);
    counter
    #(
        .c_WIDTH            (c_WIDTH_COUNTER_MOD9),
        .c_RESET_VALUE      (c_RESET_UNITS_MIN)
    ) UNITS_MIN (
        .i_Clock            (i_Clock),
        .i_Enable_Count     (w_Enable_Count_Units_Min),
        .o_Data             (o_Units_Min),
        .o_Carry            (w_Carry_Units_Min)
    );
    counter
    #(
        .c_WIDTH            (c_WIDTH_COUNTER_MOD5),
        .c_RESET_VALUE      (c_RESET_TENS_MIN)
    ) TENS_MIN (
        .i_Clock            (i_Clock),
        .i_Enable_Count     (w_Carry_Units_Min),
        .o_Data             (o_Tens_Min),
        .o_Carry            (w_Carry_Tens_Min)
    );
    localparam c_RESET_UNITS_HOUR = 4'd9;
    localparam c_RESET_TENS_HOUR  = 2'd3;
    wire w_Carry_Units_Hour;
    wire w_Enable_Count_Units_Hour;
    wire w_Reset_Compare_Units_Hours;
    wire w_Reset_Compare_Tens_Hours;
    wire w_Reset_Compare_Hours;
    wire w_Reset_Hours_Normal_Count;
    wire w_Reset_Hours_Settings_Count;
    wire w_Reset_Hours;
    assign w_Enable_Count_Units_Hour = i_Enable_Count_Hour & (w_Carry_Tens_Min | i_Enable_Increment);
    assign w_Reset_Compare_Units_Hours = o_Units_Hour[1] & o_Units_Hour[0];
    assign w_Reset_Compare_Tens_Hours = o_Tens_Hour[1] & ~o_Tens_Hour[0];
    assign w_Reset_Compare_Hours = w_Reset_Compare_Tens_Hours & w_Reset_Compare_Units_Hours;
    assign w_Reset_Hours_Normal_Count = ~i_Enable_Increment & w_Reset_Compare_Hours & w_Carry_Tens_Min & w_Carry_Units_Min & w_Carry_Tens_Sec & w_Carry_Units_Sec;
    assign w_Reset_Hours_Settings_Count = i_Enable_Increment & w_Reset_Compare_Hours;
    assign w_Reset_Hours = w_Reset_Hours_Normal_Count | w_Reset_Hours_Settings_Count;
    counter
    #(
        .c_WIDTH            (c_WIDTH_COUNTER_MOD9),
        .c_RESET_VALUE      (c_RESET_UNITS_HOUR)
    ) UNITS_HOUR (
        .i_Clock            (i_Clock),
        .i_Reset            (w_Reset_Hours),
        .i_Enable_Count     (w_Enable_Count_Units_Hour),
        .o_Data             (o_Units_Hour),
        .o_Carry            (w_Carry_Units_Hour)
    );
    counter
    #(
        .c_WIDTH            (c_WIDTH_COUNTER_MOD3),
        .c_RESET_VALUE      (c_RESET_TENS_HOUR)
    ) TENS_HOUR (
        .i_Clock            (i_Clock),
        .i_Reset            (w_Reset_Hours),
        .i_Enable_Count     (w_Carry_Units_Hour),
        .o_Data             (o_Tens_Hour)
    );
endmodule
module counter
#(
    parameter               c_WIDTH         = 4,
    parameter               c_RESET_VALUE   = 4'b1111
)(
    input                   i_Clock,
    input                   i_Reset,
    input                   i_Enable_Count,
    output  [c_WIDTH-1:0]   o_Data,
    output                  o_Carry
);
    reg [c_WIDTH-1:0] r_Counter = 0;
    always @(posedge i_Clock) begin
        if(i_Reset)
            r_Counter <= 0;
        else begin
            if(i_Enable_Count) begin
                if(r_Counter == c_RESET_VALUE)
                    r_Counter <= 0;
                else
                    r_Counter <= r_Counter + 1'b1;
            end
        end
    end
    assign o_Data[c_WIDTH-1:0]  = r_Counter[c_WIDTH-1:0];
    assign o_Carry              = i_Enable_Count & (r_Counter == c_RESET_VALUE);
endmodule
### ./run.sh
#!/bin/bash
# OpenROAD 26Q1-2900-gdf79404cd8, Yosys 0.63+post, stock flow scripts
make -C /OpenROAD-flow-scripts/flow DESIGN_CONFIG=/design/flow/config.mk WORK_HOME=/design/flow/orfs finish
### ./config.mk
export PLATFORM = sky130hd
export DESIGN_NAME = clock_counters
export DESIGN_NICKNAME = clock_counters
export VERILOG_FILES = /design/flow/design.v
export SDC_FILE = /design/flow/constraint.sdc
export NUM_CORES = 4
export LEC_CHECK = 1
export CORE_AREA = 10 10 72 72
export DIE_AREA = 0 0 82 82
### ./constraint.sdc
current_design clock_counters

set clk_period 2.1
set clk_io_pct 0.2

create_clock -name clk0 -period $clk_period [get_ports {i_Clock}]

set non_clock_inputs [all_inputs -no_clocks]
set_input_delay [expr $clk_period * $clk_io_pct] -clock clk0 $non_clock_inputs
set_output_delay [expr $clk_period * $clk_io_pct] -clock clk0 [all_outputs]
==> results.txt <==
yosys + openroad results -> Register Area 260 um2, setup-violating endpoint count in the final report 0, total tool warning count 27, area growth from synthesis to final layout 34.8%, Num CTS Buffers 3, initial drt markers 35, Row Count 22, RSZ-0062 raised after global routing false, most frequent logic cells in the routed design clkdlybuf4s50_1, dfxtp_1, nor2_1, conb_1, a21oi_1, Worst EP required 1680 ps, fraction of final layout cells sized beyond drive strength 1 7.14%, placed cell count 142, arrival time of data at the critical path endpoint 1230 ps, Late-Pin Clk Latency 240 ps, Via density 3.98, largest stage delay on the critical path 520 ps, total number of vias 581, routability congestion estimate from global placement 0.762, cell type of the slowest stage on the worst timing path clkdlybuf4s50_1, worst-case clock buffer depth 2, clock input transition at the sequential cells of the worst setup and hold paths 60 ps, setup skew after layout 4.19 ps, total met3 wirelength after detailed routing 75 um, post-route ant nets 0, Root Driver clkbuf_8, TritonCTS clock tree done, CORE AREA 3690 um2, result of the run finished, final reports clean, Final Core Density 25.8%, post-route clock period utilization 78.4%, Synthesis Warnings 5, wire length the detailed router placed on met1 692 um, antenna diode instance count 0, endpoints failing hold 0, post-synthesis cell area 706 um2, Cell Chain, Critical Path clkdlybuf4s50_1, flip-flop and latch count after synthesis 13, synthesized instance count 78, class of the worst hold path flip-flop to flip-flop, number of gates given a new drive strength after cts 0, highest net fanout along the worst path 10, GRT Resource Usage Total 4.48%, number of optimization iterations in the first detailed-route pass 2, floorplan utilization 19.1%, Crit. End Element output pin, total detailed-routing wirelength 1.54 mm, Cell variety after synth 29, sequential share of the synthesized area 36.9%, count of unresolved DRC violations after routing 0, pin count of the biggest net entering global routing 11, count of input and output buffers 17, Max Transition Viols Final 0, via count of the first global-routing pass 551, standby leakage power 0.344 nW, Filler cells 407, Final Power 0.000914 W, HPWL after detailed placement 1.18 mm, wire length of the first global-routing pass 2.48 mm, element type at the critical path start flip-flop, highest-count logic cell in the final layout clkdlybuf4s50_1, Setup TNS Final 0 ps, setup bufs post-CTS 0, total clock sinks 13, GRT Residual Overflow 0, uppermost layer routed met4, Crit path max-delay family buffers and inverters, buffering stage count on the worst path with inverters included 1, H-tree lvl count 1, total die area 6720 um2, Die Height 82 um, number of antenna violations at the first check in global routing 0, top-level I/O count 26, crit path kind flip-flop to output pin, min Tclk post-route 1650 ps, met2 wire length 766 um, power density normalized to cell area 962 nW/um2, hold buffers post-CTS 0, final non-filler cell total 146, Peak supply drop 448 uV, horizontal die size 82 um, Max Clk Rate 0.607 GHz, yosys synthesis chip area 706 um2, count of maximum capacitance violations 0, area occupied by multi-input gates 412 um2, Avg Synthesized Cell Area 9.05 um2, cell total in the yosys stat output 78, wire per inst 10.6 um
==> layer usage <==
layer	track usage, %	vias to the layer above
met5	0	-
met4	0.680	0
met3	1.87	2
met2	7.60	9
met1	5.28	265
li1	-	305
==> cell families after synthesis <==
family / count (synthesis) / synth area share [%]
xor+xnor: 4 / 4.97
simple gates: 33 / 29.8
other cells: 1 / 0.531
compound gates: 15 / 12.8
mux: 2 / 3.55
buf+inv: 8 / 7.98
fa+ha+maj: 2 / 3.55
flops: 13 / 36.9
==> cell type report <==
| class | count | share of cell area (%) |
|---|---|---|
| sequential | 13 | 27.4 |
| clock buffer | 4 | 4.74 |
| tap | 48 | 6.32 |
| inverter | 1 | 0.395 |
| timing repair buffer | 17 | 17.9 |
| multi-input combinational | 63 | 43.3 |
==> state kept, by name, indices dropped and copies added, names as in the netlist <==
signal,cells
TENS_HOUR.r_Counter,2
TENS_SEC.r_Counter,3
UNITS_HOUR.r_Counter,4
UNITS_SEC.r_Counter,4
==> Yosys cell counts <==
master / count / share of area (%)
a21oi_1: 6 / 4.3
and3b_1: 2 / 2.5
and4_4: 1 / 1.6
and4b_1: 1 / 1.4
and4bb_4: 1 / 2.3
buf_4: 7 / 7.4
conb_1: 1 / 0.53
dfxtp_1: 13 / 37
ha_1: 2 / 3.5
inv_1: 1 / 0.53
mux2_4: 1 / 2.1
mux2i_1: 1 / 1.4
nand2_1: 4 / 2.1
nand2_2: 1 / 0.89
nand2b_1: 2 / 1.8
nand3_1: 3 / 2.1
nand3b_1: 3 / 3.2
nand4_1: 1 / 0.89
nand4b_1: 1 / 1.2
nand4bb_1: 1 / 1.6
nor2_1: 7 / 3.7
nor2b_1: 3 / 2.7
nor3_1: 1 / 0.71
nor3b_1: 1 / 1.1
o211ai_1: 1 / 1.1
o21ai_0: 3 / 2.1
o31ai_1: 5 / 5.3
xnor2_1: 1 / 1.2
xor2_1: 3 / 3.7
==> path summary, 6_finish.rpt <==
check,start,end,slack (ps),cells after the start
hold / removal,TENS_SEC.r_Counter[1],TENS_SEC.r_Counter[1],500,2
setup / recovery,UNITS_HOUR.r_Counter[1],o_Units_Hour[1],450,1
hold reg to reg,TENS_SEC.r_Counter[1],TENS_SEC.r_Counter[1],500,2
setup reg to reg,TENS_HOUR.r_Counter[0],TENS_HOUR.r_Counter[0],780,5
==> stage by stage <==
step | setup WS, ps | instance area [um2] | hold WS, ps
detailed placement | 304 | 906 | 496
floorplan | 877 | 728 | 450
finish | 454 | 951 | 504
CTS | 435 | 951 | 506
global route | 391 | 951 | 546
global placement | 301 | 906 | 489
==> where the power goes <==
part           internal, W  switching, W  total (W)
combinational     0.000201     0.0000897   0.000291
sequential        0.000310     0.0000897   0.000400
clock             0.000134     0.0000896   0.000223
Power figures rest on the tool's default switching activity, not on a simulated workload.
