==> /design/flow/design.v <==
module clock_master
(
    input   i_Clock,
    output  o_Clock_1024Hz,
    output  o_Clock_512Hz,
    output  o_Clock_2Hz,
    output  o_Clock_1Hz,
    output  o_Enable_Clock_1Hz
);
    reg [14:0]  r_Counter = 15'b0;
    always @(posedge i_Clock) begin
        r_Counter <= r_Counter + 1'b1;
    end
    assign  o_Clock_1024Hz      = r_Counter[4];
    assign  o_Clock_512Hz       = r_Counter[5];
    assign  o_Clock_2Hz         = r_Counter[13];
    assign  o_Clock_1Hz         = r_Counter[14];
    assign  o_Enable_Clock_1Hz  = r_Counter == 15'b111111111111111;
endmodule
==> /design/flow/run.sh <==
#!/bin/bash
# OpenROAD 26Q1-2900-gdf79404cd8, Yosys 0.63+post, stock flow scripts
make -C /OpenROAD-flow-scripts/flow DESIGN_CONFIG=/design/flow/config.mk WORK_HOME=/design/flow/orfs finish
==> /design/flow/config.mk <==
export PLATFORM = sky130hd
export DESIGN_NAME = clock_master
export DESIGN_NICKNAME = clock_master
export VERILOG_FILES = /design/flow/design.v
export SDC_FILE = /design/flow/constraint.sdc
export NUM_CORES = 4
export LEC_CHECK = 1
export CORE_AREA = 10 10 72 72
export DIE_AREA = 0 0 82 82
==> /design/flow/constraint.sdc <==
current_design clock_master

set clk_period 3.3
set clk_io_pct 0.2

create_clock -name clk0 -period $clk_period [get_ports {i_Clock}]

set non_clock_inputs [all_inputs -no_clocks]
set_input_delay [expr $clk_period * $clk_io_pct] -clock clk0 $non_clock_inputs
set_output_delay [expr $clk_period * $clk_io_pct] -clock clk0 [all_outputs]
==> GITHUB_STEP_SUMMARY <==
### Flow metrics

| Metric | Value |
|---|---|
| Cells after synthesis | approximately 55 |
| Total GRT Usage | 0.0338 |
| FF-to-FF Start | r_Counter[0] |
| Worst slew pin tran | 0.291 ns |
| Final worst slack | 0.645 ns |
| Area leader, netlist | dfxtp_1 |
| WP data arrival | 2.00 ns |
| Drt total wl | 961 µm |
| FP Rows | 22 |
| Vias in the first global route | 424 |
| Layout cells sized above 1 | 0.141 |
| Hold Path Class | register to register |
| Worst EP required | 2.64 ns |
| Peak Freq | approximately 380 MHz |
| Async SR Flop Fraction | 0 |
| Total power | 0.000324 W |
| First-pass DRT Iterations | 4 |
| Tool warnings | 25 |
| Remaining global-route overflow | 0 |
| DR DRC count | 0 |
| Post-Syn Area per Cell | 11.1 µm² |
| Die height | 82 µm |
| Total CTS buffers | 3 |
| CTS Hold Bufs | 0 |
| Final setup fails | 0 |
| Post-DP Area | 721 µm² |
| Post-CTS setup buffers | 0 |
| Max-slew headroom | 0.806 |
| Max FFs per register | 15 |
| Max-area cell share | 0.492 |
| Multi-input gate area | 295 µm² |
| Count of cell types in the netlist | 18 |
| Critical path's slowest cell | clkdlybuf4s50_1 |
| Syn-to-layout area delta | 25.4% |
| Min-delay src | r_Counter[0] |
| Cell area leaders | dfxtp_1 (49%), xnor2_1 (10%), xor2_1 (8.6%) |
| Initial antenna violation count | 0 |
| Max FO, Critical Path | 5 |
| Diode count | 0 |
| Unrepaired setup endpoints after global routing | false |
| Clk slew on worst S/H paths | ~0.060 ns |
| Dpl hpwl | 716 µm |
| Synth cell count leaders | dfxtp_1 (15), xnor2_1 (7), xor2_1 (6) |
| Core region area | 0.00369 mm² |
| Worst VDD drop | 304 µV |
| YS chip area | 611 µm² |
| Clock Tree Root | clkbuf_8 |
| First-pass GRT wire length | 1860 µm |
| IO Pins | 6 |
| Antenna-violating nets left | 0 |
| Fp util | 0.166 |
| Die W | 82 µm |
| Cells along the critical path | ha_1 > nand4_4 > nor4_4 > and2_1 > clkdlybuf4s50_1 |
| Largest net degree at the start of global routing | 9 |
| Port Buffer Count | 5 |
| Top cell type by instance count after synthesis | dfxtp_1 |
| WHS | 0.429 ns |
| Largest stage delay, worst path | between 0.4 and 0.5 ns |
| Bufs and invs on worst path | 1 |
| Leak Pwr | 0.295 nW |
| Worst skew pair latency | roughly 0.24 ns |
| Pins Over Slew Limit | 0 |
| Pwr dens | 424 mW/mm² |
| Flop area | ~300 µm² |
| Wirelength per Cell | approximately 8.6 µm |
| Fillers | 415 |
| Crit. Startpoint | r_Counter[0] |
| Maxcap violations | 0 |
| Htree depth | 1 |
| Synth warnings | 1 |
| Placer congestion estimate | around 0.8 |
| Starting DRT DRC Count | 14 |
| Dpl ws | 0.898 ns |
| Crit share post-route | 0.805 |
| Post-Route Skew | 0.00146 ns |
| CTS tree | yes |
| WS Path Type | register to output pin |
| Yosys reg bits | 15 |
| EDFF count, synth | 0 |
| Final hold viol count | 0 |
| Post-synthesis cell area | a little over 600 µm² |
| Fin Setup TNS | 0 ns |
| Sequential fraction of the synthesis area | 0.492 |
| Main flop type | dfxtp_1 |
| Routed vias/inst | 3.63 |
| CP Capture Type | output pin |
| # clock sinks | 15 |
| Final Cell Area | roughly 770 µm² |
| Register with the most flip-flops | r_Counter |
| Setup crit start kind | register |
| Cts repair resizes | 0 |
| Outcome | finished, final reports clean |
| Vias post-DR | 407 |
| Worst path top cell family by delay | simple AND/OR/NAND/NOR gates |
| Clock Path Buffers | 2 |
| Min Tclk post-route | 2.66 ns |
| Biggest regs | r_Counter (15) |
| Die ar. | between 0.006 and 0.007 mm² |
| Yosys cell count | between 50 and 60 |
-- cell type report --
| cell class | instances | area share |
|---|---|---|
| Timing Repair Buffer | 5 | 0.0654 |
| Sequential cell | 15 | 0.392 |
| Inverter | 4 | 0.0196 |
| Tap cell | 48 | 0.0784 |
| Clock buffer | 4 | 0.0588 |
| Multi-Input combinational cell | 36 | 0.386 |
-- power by group --
| part | switching (W) | internal (W) | leakage (nW) |
|---|---|---|---|
| logic | 0 | 0 | 0.152 |
| registers | 0 | 0.000181 | 0.121 |
| clock network | 0.0000580 | 0.0000853 | 0.0228 |
| total | 0.0000580 | 0.000266 | 0.295 |
-- cells in the final DEF (no fill, tap or decap), types with 2 or more instances in the layout --
master           instances
clkdlybuf4s50_1          5
nand2_1                  3
xnor2_1                  7
xor2_1                   6
nor2_1                   2
dfxtp_1                 15
nand4_1                  3
nor3_1                   2
clkbuf_8                 3
inv_1                    4
nand3_1                  3
or3_1                    2
-- kinds of logic (layout without fill, tap and decap cells) --
| logic type | Yosys count | in the layout | share of synthesized area |
|---|---|---|---|
| and+or+nand+nor | 22 | 22 | 0.277 |
| DFF | 15 | 15 | 0.492 |
| xor gates and xnor gates | 13 | 13 | 0.186 |
| buffers and inverters | 4 | 13 | 0.0246 |
| adders and majority gates | 1 | 1 | 0.0205 |
-- worst reg2reg max path: cells and delay by family, from the launching register on --
family	cells	cell delay [ns]
flops	1	0.39
xor+xnor	1	0.16
fa+ha+maj	1	0.27
simple gates	2	0.49
-- per-layer routing --
metal / track usage / part of all wire
met1: 0.0425 / 0.49
met2: 0.0517 / 0.45
met3: 0.0198 / 0.061
met4: 0.00170 / 0
met5: 0 / 0
-- path summary, 6_finish.rpt --
path / slack, ns / to / depth (start not counted)
hold reg to reg: 0.43 / r_Counter[0] / 1
setup / recovery: 0.64 / o_Enable_Clock_1Hz / 5
hold / removal: 0.43 / r_Counter[0] / 1
setup reg to reg: 1.95 / r_Counter[14] / 4
-- metrics by stage --
stage,utilization,cells
after floorplan,-,55
after global placement,0.195,108
after detailed placement,0.195,108
after CTS,0.208,112
after global routing,0.208,112
final,0.208,112
No activity file was given, so power comes from the tool's default toggle rates.
